===== design/flow/config.mk =====
export PLATFORM = sky130hd
export DESIGN_NAME = dcf77
export DESIGN_NICKNAME = dcf77
export VERILOG_FILES = /design/flow/design.v
export SDC_FILE = /design/flow/constraint.sdc
export NUM_CORES = 4
export LEC_CHECK = 1
export CORE_UTILIZATION = 40

===== design/flow/constraint.sdc =====
current_design dcf77

set clk_period 2.8
set clk_io_pct 0.2

create_clock -name clk0 -period $clk_period [get_ports {clk}]

set non_clock_inputs [all_inputs -no_clocks]
set_input_delay [expr $clk_period * $clk_io_pct] -clock clk0 $non_clock_inputs
set_output_delay [expr $clk_period * $clk_io_pct] -clock clk0 [all_outputs]

===== design/flow/design.v =====
module dcf77(input               reset,       
	     input               clk,         
	     input               clk_en,      
	     input               rx,          
	     output logic [58:0] data_hold,   
	     output logic        error,       
	     output logic        sync,        
	     if_date_time        date_time);  
   logic [58:0] data_shift;            
   logic        valid,data_valid;      
   always_comb
     begin:intrface
	date_time.broadcast  =      data_hold[14:1];
	date_time.r          =      data_hold[15];
	date_time.a1         =      data_hold[16];
	date_time.z1         =      data_hold[17];
	date_time.z2         =      data_hold[18];
	date_time.a2         =      data_hold[19];
	date_time.minute     ={1'b0,data_hold[27:21]};
	date_time.p1         =      data_hold[28];
	date_time.hour       ={2'b0,data_hold[34:29]};
	date_time.p2         =      data_hold[35];
	date_time.day        ={2'b0,data_hold[41:36]};
	date_time.day_of_week=      data_hold[44:42];
	date_time.month      ={3'b0,data_hold[49:45]};
	date_time.year       =      data_hold[57:50];
	date_time.p3         =      data_hold[58];
     end:intrface
   always_ff @(posedge clk)
     begin:main
	logic [0:3]  rx_s;                 
	logic [0:1]  rx_d;                 
	logic [4:0]  counter_pulse;        
	logic        d;                    
	logic        shift_en;             
	logic [7:0]  counter_start[1:2];   
	logic        start;                
	if(reset)
	  begin
	     rx_s            <='0;
	     rx_d            <='0;
	     counter_pulse   <='0;
	     d               <='0;
	     shift_en        <='0;
	     counter_start[1]<='0;
	     counter_start[2]<='0;
	     start           <='0;
	     data_shift      <='0;
	     data_hold       <='0;
	     error           <='1;
	     data_valid      <='0;
	  end
	else if(clk_en)
	  begin
	     rx_s<={rx,rx_s[0:2]};
	     rx_d[0]<=(rx_s[1] && rx_s[2]) || (rx_s[2] && rx_s[3]) || (rx_s[1] && rx_s[3]);
	     rx_d[1]<=rx_d[0];
	     shift_en<=1'b0;
	     if(rx_d==2'b11)  
	       counter_pulse<=counter_pulse+5'd1;
	     else if(rx_d==2'b01)  
	       begin
		  d<=(counter_pulse<5'd15)?1'b0:1'b1;  
		  shift_en<=1'b1;
		  counter_pulse<=5'd0;
	       end
	     counter_start[1]<=counter_start[1]+8'd1;
	     start<=1'b0;
	     if(rx_d==2'b10)  
	       begin
		  start<=(counter_start[1]-counter_start[2])>8'd150;  
		  counter_start[2]<=counter_start[1];
	       end
	     if(shift_en)
	       data_shift<={d,data_shift[58:1]};
	     data_valid<=1'b0;
	     if(start)
	       begin
		  data_hold<=data_shift;
		  error<=!valid;
		  data_valid<=valid;
	       end
	  end
     end:main
   always_comb sync=data_valid & clk_en;
   always_comb
     begin:validy_check
	logic p1,p2,p3;                    
	logic start_of_minute,             
	      start_of_encoding_times,
	      minutes,hours,day_of_month,
	      day_of_week,month,year;
	p1=~^data_shift[28:21];  
	p2=~^data_shift[35:29];  
	p3=~^data_shift[58:36];  
	start_of_minute=!data_shift[0];
	start_of_encoding_times=data_shift[20];
	minutes     =(data_shift[27:25]<6 && data_shift[24:21]<10);
	hours       =(data_shift[34:33]<3 && data_shift[32:29]<10 && !(data_shift[34:33]==2 && data_shift[32:29]>3));
	day_of_month=(data_shift[39:36]<10 && !(data_shift[41:40]==3 && data_shift[39:36]>1));
	day_of_week =(data_shift[44:42]>0 && data_shift[44:42]<8);
	month       =(data_shift[48:45]<10 && !(data_shift[49]==1 && data_shift[48:45]>2));
	year        =(data_shift[57:54]<10 && data_shift[53:50]<10);
	valid=(p1 && p2 && p3 &&
	       start_of_minute && start_of_encoding_times &&
	       minutes && hours &&
	       day_of_month && day_of_week &&
	       month && year);
     end:validy_check
endmodule

===== design/flow/run.sh =====
#!/bin/bash
# OpenROAD 26Q1-2900-gdf79404cd8, Yosys 0.63+post, stock flow scripts
make -C /OpenROAD-flow-scripts/flow DESIGN_CONFIG=/design/flow/config.mk WORK_HOME=/design/flow/orfs finish

==> flow_summary.rst <==
Metrics
=======

.. list-table::
   :header-rows: 1

   * - Metric
     - Value
   * - Run status
     - complete, no violations
   * - Internal power component
     - 3.60 mW
   * - Total half-perimeter wirelength after legalization and detailed placement
     - 8340 um
   * - Static leakage
     - 2.56 nW
   * - Die height
     - 127 um
   * - Area of the die
     - 0.0162 sq mm
   * - Slowest cell on the critical path
     - fa_1
   * - Seq/Total Area, Yosys
     - 47.7%
   * - Final tally of setup violations
     - 0
   * - Count of final hold-check violations
     - 0
   * - Total of warnings raised by yosys
     - 63
   * - Crit Path Max Fanout
     - 5
   * - F_max
     - 441 MHz
   * - Highest Signal Layer
     - met4
   * - Total routed wirelength
     - 12900 um
   * - Fraction of final layout cells with drive strength greater than 1
     - 5.53%
   * - Routed wire length per instance
     - 12.4 um
   * - Wire length of the first global-routing pass
     - 22300 um
   * - Number of logged tool warnings
     - 34
   * - Data arrival time at the worst-slack endpoint
     - 2.55 ns
   * - Cell Area, Synth
     - 0.00630 sq mm
   * - Largest net degree at the start of global routing
     - 61
   * - Combined global-route utilization of all metal layers
     - 17.3%
   * - Avg Vias per Cell
     - 4.86
   * - Largest buffer count on any clock path
     - 2
   * - Stage delay of the slowest cell on the critical path
     - 0.41 ns
   * - Post-synth EDFFs
     - 0
   * - Clock root buffer
     - clkbuf_16
   * - Power per cell area
     - 594 mW/mm^2
   * - Endpoint required time on the critical path
     - 3.08 ns
   * - Post-synthesis sequential element count
     - 150
   * - Instance count after placement with tap cells included
     - 1013
   * - Number of rows in the core area
     - 45
   * - Via count of the first global-routing pass
     - 4803
   * - Share of power burned in the clock network
     - 50.1%
   * - CTS sink count
     - 150
   * - Worst voltage drop across the vdd grid
     - 0.440 mV
   * - Final antenna diode count
     - 0
   * - RSZ-0062 raised after global routing
     - false
   * - GP Congestion
     - 0.792
   * - Initial antenna violation count
     - 0
   * - Max-slew violation count
     - 0
   * - Pre-placement core utilization
     - 41.3%
   * - Syn Inst Count
     - 790
   * - Worst-case register-to-register setup slack
     - 0.53 ns
   * - DRC marker count from the first detailed-route iteration
     - 330
   * - Yosys synthesis chip area
     - 0.00630 sq mm
   * - Number of cells in Yosys stat
     - 790
   * - Via count of the routed design
     - 5072
   * - Share of synthesized registers carrying an async set or reset
     - 0%
   * - Global route total overflow
     - 0
   * - Worst skew pair latency
     - 0.42 ns
   * - TritonCTS buffer count
     - 17
   * - Number of buffers and inverters on the critical path
     - 2
   * - Final clock skew
     - 0.00654 ns
   * - Primary FF master, synth
     - dfxtp_1
   * - H-tree depth
     - 4
   * - Max-cap violations
     - 0
   * - Hold_buf cts
     - 0
   * - Slew @ Worst Pin
     - 0.593 ns
   * - Placeable core region
     - 0.0153 sq mm
   * - Distinct cell type count of the synthesized netlist
     - 45
   * - Class of the tightest hold or removal check
     - reg2reg
   * - Final-layout setup total negative slack
     - 0 ns
   * - Critical Path Sink Type
     - flop
   * - Max-Slew Margin vs Limit
     - 60.5%
   * - First drt pass iteration count
     - 6
   * - Crit Path Class
     - reg2reg
   * - Combinational power share
     - 2.2%
   * - Detailed-route wire length on metal 1
     - 6360 um
   * - Post-route minimum period
     - 2.27 ns
   * - Switching fraction of total power
     - 20.1%
   * - Detail Route met2 WL
     - 5880 um
   * - Worst path top cell family by delay
     - AND-OR/OR-AND gates
   * - Top-level port count
     - 65
   * - Net Switching
     - 0.908 mW
   * - Routed length on met3
     - 460 um
   * - Final Cycle Share
     - 80.9%
   * - Clock tree from TritonCTS
     - yes
   * - Final cell count without fillers
     - 1043
   * - Post_cts resized
     - 0
   * - Post-synthesis area per instance
     - 7.97 sq um
   * - X dimension of the die
     - 127 um
   * - Post-CTS setup buffers
     - 0
   * - Quantity of I/O buffers inserted on ports
     - 64
   * - Cell-by-cell trace of the critical path
     - inv_1, ha_1, inv_1, fa_1, a211oi_1, o21bai_1, a21oi_1, xnor2_1, a211oi_1, o41ai_2
   * - Antenna Violating Nets Remaining
     - 0
   * - Type of element launching the critical path
     - flop
   * - Share of the core filled with cells
     - 49.8%
   * - Register share of total power
     - 47.7%
   * - Number of remaining DRC errors
     - 0
   * - Signed area change from the synthesized netlist to the final layout
     - 20.6%
   * - Fillers
     - 1403
   * - Clk slew on worst S/H paths
     - 0.06 ns
final timing paths:
kind	start	end	cells past startpoint
hold reg to reg	data_hold[41]	data_hold[41]	2
hold / removal	data_hold[41]	data_hold[41]	2
setup reg to reg	main.counter_start[1][0]	main.start	10
setup / recovery	main.counter_start[1][0]	main.start	10
final cells by class:
| type | instances | area (sq um) | area share [%] |
|---|---|---|---|
| Tap cell | 211 | 264 | 3.48 |
| Sequential cell | 150 | 3000 | 39.6 |
| Timing Repair Buffer | 72 | 723 | 9.53 |
| Clock inverter | 10 | 130 | 1.71 |
| Clock buffer | 20 | 457 | 6.02 |
| Inverter | 29 | 109 | 1.43 |
| Multi-Input combinational cell | 551 | 2910 | 38.3 |
power groups by stage:
stage / logic [mW] / clock network, mW / registers (mW)
finish: 0.0973 / 2.26 / 2.15
global route: 0.108 / 2.40 / 2.15
CTS: 0.0982 / 2.30 / 2.15
cell usage after synthesis, types with 2 or more instances:
| cell type | n | area, sq um |
|---|---|---|
| a21oi_1 | 135 | 676 |
| or3_1 | 4 | 25.0 |
| nor3_1 | 2 | 10.0 |
| clkbuf_1 | 36 | 135 |
| xor2_1 | 10 | 87.6 |
| o21ai_0 | 11 | 55.1 |
| dfxtp_1 | 150 | 3000 |
| a41oi_1 | 2 | 17.5 |
| nor2_1 | 22 | 82.6 |
| nand4_1 | 6 | 37.5 |
| nand3_1 | 4 | 20.0 |
| buf_2 | 4 | 20.0 |
| buf_4 | 15 | 113 |
| and2_1 | 3 | 18.8 |
| mux2i_1 | 5 | 50.1 |
| ha_1 | 28 | 350 |
| nand2_1 | 265 | 995 |
| xnor2_1 | 26 | 228 |
| buf_1 | 5 | 18.8 |
| a31oi_1 | 3 | 18.8 |
| a211oi_1 | 3 | 22.5 |
| inv_1 | 28 | 105 |
flip-flops by register name (all words and copies together), names as in the netlist:
register / cells
data_hold: 59
error: 1
main.start: 1
data_shift: 59
main.d: 1
main.rx_s: 4
data_valid: 1
main.counter_start: 16
main.rx_d: 2
main.counter_pulse: 5
main.shift_en: 1
placed cells by master, fill, tap and decap left out, types with 10 or more instances in the layout:
| cell type | n |
|---|---|
| clkdlybuf4s50_1 | 63 |
| xnor2_1 | 26 |
| inv_1 | 28 |
| dfxtp_1 | 150 |
| ha_1 | 28 |
| clkbuf_16 | 17 |
| o21ai_0 | 11 |
| xor2_1 | 10 |
| nand2_1 | 263 |
| a21oi_1 | 135 |
| nor2_1 | 22 |
metal layers:
| layer | GRT usage (%) | up-vias |
|---|---|---|
| met5 | 0 | - |
| met4 | 3.01 | 0 |
| met3 | 3.33 | 14 |
| met2 | 27.1 | 65 |
| met1 | 25.8 | 2361 |
| li1 | - | 2632 |
worst reg2reg max path: cells and delay by family (launching register included):
| family | cells | cell delay, ns |
|---|---|---|
| fa+ha+maj | 2 | 0.57 |
| xor+xnor | 1 | 0.09 |
| flops | 1 | 0.36 |
| compound gates | 5 | 1.00 |
| buf+inv | 2 | 0.13 |
cells by family (layout without fill, tap and decap cells):
| family | Yosys count | after routing | synth area share [%] |
|---|---|---|---|
| AOI/OAI and AO/OA | 166 | 166 | 14.2 |
| and+or+nand+nor | 314 | 314 | 19.8 |
| buffers and inverters | 89 | 131 | 6.28 |
| DFF | 150 | 150 | 47.7 |
| xor gates and xnor gates | 37 | 37 | 5.36 |
| muxes | 5 | 5 | 0.795 |
| adders and majority gates | 29 | 29 | 5.88 |
stage by stage:
| stage | setup slack (ns) | power (mW) | instance area (sq um) | hold slack, ns |
|---|---|---|---|---|
| after CTS | 0.519 | 4.55 | 7590 | 0.456 |
| after floorplan | 0.786 | 2.27 | 6300 | 0.422 |
| after detailed placement | 0.501 | 2.30 | 7010 | 0.448 |
| final | 0.535 | 4.51 | 7590 | 0.451 |
| after global placement | 0.559 | 2.29 | 7010 | 0.443 |
| after global routing | 0.334 | 4.66 | 7590 | 0.467 |
Power figures rest on the tool's default switching activity, not on a simulated workload.
