===== design/flow/config.mk =====
export PLATFORM = sky130hd
export DESIGN_NAME = clk_en
export DESIGN_NICKNAME = clk_en
export VERILOG_FILES = /design/flow/design.v
export SDC_FILE = /design/flow/constraint.sdc
export NUM_CORES = 4
export LEC_CHECK = 1
export CORE_AREA = 10 10 81 81
export DIE_AREA = 0 0 91 91

===== design/flow/constraint.sdc =====
current_design clk_en

set clk_period 4.1
set clk_io_pct 0.2

create_clock -name clk0 -period $clk_period [get_ports {clk}]

set non_clock_inputs [all_inputs -no_clocks]
set_input_delay [expr $clk_period * $clk_io_pct] -clock clk0 $non_clock_inputs
set_output_delay [expr $clk_period * $clk_io_pct] -clock clk0 [all_outputs]

===== design/flow/design.v =====
module clk_en(input        reset,    
	      input        clk,      
	      output logic clk_en);  
   logic [17:0] count_10ms;  
   always_ff @(posedge clk)
     if(reset)
       count_10ms<='0;
     else if(clk_en)
       count_10ms<='0;
     else
       count_10ms<=count_10ms+18'd1;
   always_comb
     clk_en=(count_10ms==18'd239999);
endmodule

===== design/flow/run.sh =====
#!/bin/bash
# OpenROAD 26Q1-2900-gdf79404cd8, Yosys 0.63+post, stock flow scripts
make -C /OpenROAD-flow-scripts/flow DESIGN_CONFIG=/design/flow/config.mk WORK_HOME=/design/flow/orfs finish

==> flow_summary_export.csv <==
group,metric,value,unit
critical_path,worst_r2r_start,"count_10ms[0]",
cts,ctsHtreeMaxLevel,1,
finish,final_layout_size_suffix_gt1_share,11.5,%
cts,cts.sink_count,18,
critical_path,cp_max_fo,6,
timing,rsz0062_at_grt,"false",
cts,cts-root-buf,"sky130_fd_sc_hd__clkbuf_8",
critical_path,crit_cells,5,
timing,final.min_clock_period,2970,ps
critical_path,worst-endpoint-required,3280,ps
grt,groute.usage.overall,3.68,%
place,finalWeightedCongestion,0.804,
floorplanning,die_w,91,um
timing,min_period_over_period,72.5,%
cts,cts-hold-fix-buffers,0,
finish,synthToLayoutAreaGrowth,17.6,%
grt,grt_remaining_overflow,0,
timing,slew-limit-headroom,73.2,%
min_path,whs_path_depth,1,
power,power_per_cell_area,338,mW/mm2
logic_synthesis,synth_cell_type_count,23,
drt,vias,612,
timing,fin_worst_hold_slack,489,ps
power,power.leakage,0.286,nW
critical_path,reg2reg_setup_slack,2180,ps
critical_path,worst-path-buf-inv,1,
critical_path,regToRegEndpoint,"count_10ms[14]",
drt,per_cell_via_count_in_the_routed_design,3.75,
run,max-cap-violations,0,
cts,number_of_buffers_inserted_to_repair_setup_after_cts,0,
cts,ctsLongestPathBuffers,2,
place,place_hpwl,1020,um
timing,report.final.setup_viol,0,
finish,largest_register_ffs,18,
logic_synthesis,top_area_cell_types,"sky130_fd_sc_hd__dfxtp_1 (43%), sky130_fd_sc_hd__xnor2_1 (14%), sky130_fd_sc_hd__nor2_1 (9.0%)",
critical_path,critPathCaptureType,"primary output",
cts,clkLatencyLatePin,250,ps
timing,report.final.slew_viol_count,0,
timing,worst_slew_pin_slew,400,ps
run_status,run_status,"complete, no violations",
drt,drt-wirelength-per-cell,8.86,um
run,warnings,25,
drt,drt.antenna.violating_nets,0,
cts,cts.clk_slew.worst_paths,70,ps
grt,via_count_of_the_first_global_routing_pass,604,
finish,final_core_utilization,20.5,%
finish,multiInputGateArea,452,um2
logic_synthesis,synth-cells-yosys,91,
critical_path,reg2reg_depth,5,
critical_path,critical-path-slowest-cell,"sky130_fd_sc_hd__or3_1",
critical_path,timing.critical_path.cells,"ha_1 -> nand3_1 -> or3_1 -> nor2_1 -> clkdlybuf4s50_1",
finish,regMostFlops,"count_10ms",
timing,postLayoutSetupSlackWorst,1130,ps
finish,regArea,360,um2
drt,drc_errors,0,
drt,drt_pre_antenna_iters,3,
min_path,holdCritPathClass,"flip-flop to flip-flop",
min_path,hold_path_startpoint,"count_10ms[0]",
grt,pin_count_of_the_biggest_net_entering_global_routing,16,
timing,finalHoldViolCount,0,
place,place_worst_setup_slack,1410,ps
cts,clock_buffer_count_from_cts,3,
critical_path,critical-path-top-delay-family,"simple AND/OR/NAND/NOR gates",
logic_synthesis,postSynthAreaPerCell,9.21,um2
critical_path,timing.critical_path.arrival,2150,ps
logic_synthesis,synth_top_cell_by_area,"sky130_fd_sc_hd__dfxtp_1",
power,finalPower,0.333,mW
finish,largest_registers,"count_10ms (18)",
timing,final.setup_skew,2.88,ps
floorplanning,floorplan.die.height,91,um
logic_synthesis,area_share_of_the_largest_cell_type_after_synthesis,43.0,%
timing,setup_tns,0,ps
logic_synthesis,synth.yosys.warnings,1,
critical_path,crit_path_max_incr_delay,490,ps
timing,max_freq,336,MHz
logic_synthesis,yosys.stat.chipArea,838,um2
place,portBuffers,2,
cts,tritoncts,"done",
logic_synthesis,ys_seq_share,43.0,%
critical_path,timing.setup.critical_path_class,"flip-flop to primary output",
logic_synthesis,synth_flops,18,
power,ir_worst_vdd,0.000193,V
floorplanning,floorplan.core_area,0.00482,mm2
floorplanning,chip_area,0.00828,mm2
drt,dr.first_iter.drc_count,50,
cts,ctsResizeCount,0,
min_path,hold-path-endpoint,"count_10ms[0]",
grt,global_route_wire_length_before_repair,2630,um
finish,num-fill-cells,537,
grt,antenna_violations_before_repair,0,
floorplanning,fp_util,17.4,%
drt,detail_route.wirelength,1440,um
logic_synthesis,area_of_the_mapped_netlist,838,um2
floorplanning,std_cell_rows,25,
floorplanning,io_pins,3,
critical_path,cp-start-kind,"flip-flop",
logic_synthesis,netlist_instances,91,
drt,antenna-diode-count,0,
through the flow:
| step | cell area, um2 | instances |
|---|---|---|
| after floorplan | 838 | 91 |
| after CTS | 986 | 163 |
| final | 986 | 163 |
| after detailed placement | 931 | 159 |
| after global routing | 986 | 163 |
| after global placement | 931 | 159 |
synth_stat cells:
master                      number
sky130_fd_sc_hd__nor4_1          5
sky130_fd_sc_hd__nand2_1         3
sky130_fd_sc_hd__nand3_1         5
sky130_fd_sc_hd__nor3_1          3
sky130_fd_sc_hd__or3_1           2
sky130_fd_sc_hd__o21ai_0         1
sky130_fd_sc_hd__nand4_1         3
sky130_fd_sc_hd__a21oi_2         1
sky130_fd_sc_hd__and3_1          1
sky130_fd_sc_hd__buf_6           1
sky130_fd_sc_hd__nand4bb_1       1
sky130_fd_sc_hd__inv_1           4
sky130_fd_sc_hd__nor2_1         20
sky130_fd_sc_hd__or2_2           1
sky130_fd_sc_hd__dfxtp_1        18
sky130_fd_sc_hd__xnor2_1        13
sky130_fd_sc_hd__or3_4           1
sky130_fd_sc_hd__nor4b_1         1
sky130_fd_sc_hd__o21bai_4        1
sky130_fd_sc_hd__xor2_1          2
sky130_fd_sc_hd__nand3_4         1
sky130_fd_sc_hd__ha_1            1
sky130_fd_sc_hd__nand4_2         2
report_power, final:
group,total [mW],internal [mW],switching [mW],leakage [nW]
Combinational,0.00915,0.00412,0.00503,0.112
Sequential,0.180,0.177,0.00276,0.146
Clock,0.144,0.0853,0.0589,0.0288
Total,0.333,0.267,0.0666,0.286
final cells by class:
cell class | instances | share of cell area, %
clock buffer | 4 | 5.58
tap | 67 | 8.50
sequential | 18 | 36.5
inverter | 4 | 1.52
multi-input combinational | 68 | 45.8
timing repair buffer | 2 | 2.03
logic make-up after synthesis:
| family | Yosys count | share of synthesized area (%) |
|---|---|---|
| buffers and inverters | 5 | 3.13 |
| flip-flops | 18 | 43.0 |
| XOR/XNOR | 15 | 15.7 |
| adder cells (fa/ha/maj) | 1 | 1.49 |
| AND/OR/NAND/NOR | 49 | 32.8 |
| AND-OR/OR-AND | 3 | 3.88 |
per-layer routing:
metal	vias up	share of wire (%)	GRT usage (%)
li1	320	-	-
met1	286	50	4.55
met2	4	45	6.21
met3	2	4.2	1.49
met4	0	0.28	0.131
met5	-	0	0
how the worst max path moves through the flow:
stage / startpoint / endpoint / slack (ps)
4_1_cts: count_10ms[0] / clk_en / 1120
5_1_grt: count_10ms[0] / clk_en / 990
6_report: count_10ms[0] / clk_en / 1130
layout by cell type, fill, tap and decap left out, drive strengths merged, types with 2 or more instances in the layout:
| cell type | n |
|---|---|
| nand2 | 3 |
| nand3 | 6 |
| or3 | 3 |
| inv | 4 |
| nor3 | 3 |
| nand4 | 5 |
| nor4 | 5 |
| clkbuf | 4 |
| clkdlybuf4s50 | 2 |
| xor2 | 2 |
| xnor2 | 13 |
| nor2 | 20 |
| dfxtp | 18 |
Power is estimated from default activity; no workload was simulated.
